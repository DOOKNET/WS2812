<file path="./config.mk">
export PLATFORM = sky130hd
export DESIGN_NAME = tx_control
export DESIGN_NICKNAME = tx_control
export VERILOG_FILES = /design/flow/design.v
export SDC_FILE = /design/flow/constraint.sdc
export NUM_CORES = 4
export LEC_CHECK = 1
export CORE_UTILIZATION = 30
</file>
<file path="./design.v">
module tx_control(
	input clk,
	input rst_n,
	output [7:0]tx_data,
	output tx_en
);
reg [31:0]cnt=0;
always @(posedge clk) begin
    if(~rst_n)
        cnt<=0;
    else if(cnt == 32'd49999)
        cnt<=0;
    else    
        cnt<=cnt+1;
end
assign tx_en=(cnt == 32'd49999);
reg [7:0]tx_data_r=0;
always @(posedge clk) begin
	if(~rst_n)
		tx_data_r=0;
   else if(tx_en)
        tx_data_r<=tx_data_r+1;
end
assign tx_data=tx_data_r;
endmodule
</file>
<file path="./run.sh">
#!/bin/bash
# OpenROAD 26Q1-2900-gdf79404cd8, Yosys 0.63+post, stock flow scripts
make -C /OpenROAD-flow-scripts/flow DESIGN_CONFIG=/design/flow/config.mk WORK_HOME=/design/flow/orfs finish
</file>
<file path="./constraint.sdc">
current_design tx_control

set clk_period 4.8
set clk_io_pct 0.2

create_clock -name clk0 -period $clk_period [get_ports {clk}]

set non_clock_inputs [all_inputs -no_clocks]
set_input_delay [expr $clk_period * $clk_io_pct] -clock clk0 $non_clock_inputs
set_output_delay [expr $clk_period * $clk_io_pct] -clock clk0 [all_outputs]
</file>
==> out/qor.csv <==
stage,metric,value,unit
synthesis,number_of_distinct_library_cells_after_synthesis,27,
synthesis,synthCells,224,
setup_path,worst-endpoint-required,3.84,ns
setup_path,worstSetupEndpointType,output pin,
routing,route.detailed.vias_per_inst,5.244,
floorplan,design.portCount,11,
sta,maxSlewHeadroom,54.49,%
floorplan,dieHeight,81.18,microns
setup_path,crit_path_cell_trace,or4_1 > or4b_1 > nor2_1 > clkdlybuf4s50_1,
floorplan,die_width,81.18,microns
setup_path,worst-setup-path-type,register to output pin,
routing,num_antenna_cells,0,
cts,cts.reportedPaths.clkPinSlew,0.08,ns
status,run_status,"finished, final reports clean",
setup_path,setup.reg_to_reg.worst_slack,2.33,ns
worst_hold_path,worst_hold_path.endpoint,cnt[0]$_SDFF_PP0_,
grt,gr-usage-all-layers,12.26,%
cells_and_area,final_cell_count_no_fill,308,
routing,drt_pre_antenna_iters,4,
synthesis,top_post_synthesis_cells_by_count,"sky130_fd_sc_hd__dfxtp_1 (40), sky130_fd_sc_hd__a21oi_1 (24), sky130_fd_sc_hd__nor2_1 (19), sky130_fd_sc_hd__or4_1 (15)",
cts,worstSkewPairLatency,0.29,ns
setup_path,timing.critical_path.fanout_max,18,
synthesis,synthesis.area_per_instance,8.395,sq um
place,dpl_hpwl,2467,microns
cts,clockBufferDepth,2,
cells_and_area,fillerInstances,608,
setup_path,timing.critical_path.arrival,2.60,ns
floorplan,dieArea,0.006589,sq mm
sta,timing_max_transition_violations_final,0,
synthesis,yosys_most_used_dff,sky130_fd_sc_hd__dfxtp_1,
worst_hold_path,timing.hold.worst.start,cnt[0]$_SDFF_PP0_,
routing,routed-via-count,1615,
sta,max_freq,281.0,MHz
setup_path,crit-reg2reg-launch,cnt[5]$_SDFF_PP0_,
run,max_cap_viol_count,0,
setup_path,crit_path_buf_inv_count,1,
grt,gr-total-overflow,0,
setup_path,worst_r2r_path_depth,4,
cts,ctsRootBufferMaster,sky130_fd_sc_hd__clkbuf_8,
cells_and_area,proportion_of_layout_cells_with_a_drive_suffix_above_1,4.721,%
sta,finalWorstPathRequiredPeriod,3.558,ns
place,post-place-cells,300,
routing,final_antenna_net_count,0,
pwr,worst_ir_drop_vdd,153.3,uV
synthesis,synth_top_area_share,42.58,%
run,number_of_warnings_in_the_stage_logs,25,
synthesis,most_common_cell,sky130_fd_sc_hd__dfxtp_1,
floorplan,placementRows,28,
synthesis,top_area_cell_types,"sky130_fd_sc_hd__dfxtp_1 (43%), sky130_fd_sc_hd__a21oi_1 (6.4%), sky130_fd_sc_hd__or4_1 (6.0%), sky130_fd_sc_hd__xnor2_1 (5.6%), sky130_fd_sc_hd__o31ai_1 (4.4%)",
routing,wire_per_inst,11.96,microns
cts,tritoncts,done,
sta,worst-slew-pin-transition,0.6806,ns
place,numPortBuffers,10,
routing,route.detailed.drc,0,
sta,setup_viol_count_final,0,
routing,initial_drc_count,53,
setup_path,critical_path.max_stage_delay,0.79,ns
cts,numCtsBuffers,5,
synthesis,post_syn_area,0.001881,sq mm
routing,routed_wl,3683,microns
place,gp_congestion,0.8316,
cts,cts_max_level,2,
grt,grt_start_max_net_pins,31,
cts,postCtsSetupRepairBufs,0,
sta,skew,0.005983,ns
synthesis,post-synth-top-area-cell,sky130_fd_sc_hd__dfxtp_1,
sta,period_used_share,74.13,%
pwr,p_leak,0.6160,nW
pwr,power-per-cell-area,285.4,mW/mm^2
worst_hold_path,hold_crit_depth,1,
floorplan,fp.coreArea,0.005991,sq mm
synthesis,ys.warnings.count,1,
sta,final-hold-violation-count,0,
cells_and_area,syn_to_final_growth,14.30,%
grt,grt_antenna_before_repair,0,
floorplan,initCoreUtil,31.39,%
sta,totalNegativeSetupSlack,0,ns
grt,number_of_global_route_vias_before_repair,1397,
synthesis,synth-edff-count,0,
setup_path,r2r-end,cnt[28]$_SDFF_PP0_,
cts,clock-sinks,40,
setup_path,worstSetupStartpointType,register,
cts,cts-resized-gates,0,
grt,wire_length_of_the_first_global_routing_pass,6361,microns
synthesis,ys_cells,224,
synthesis,ys_async_sr_fraction,0,%
synthesis,yosys.stat.chipArea,0.001881,sq mm
worst_hold_path,timing.hold.worst.class,register to register,
setup_path,critical-path-slowest-cell,sky130_fd_sc_hd__or4b_1,
setup_path,timing.critical_path.max_delay_family,simple AND/OR/NAND/NOR gates,
synthesis,synth_seq_share,42.58,%
cts,hold_buffer_count_at_cts,0,
synthesis,synth.ff_latch_count,40,
sta,grt_setup_unrepaired,no,
[metrics by stage]
| step | utilization, % | setup slack [ns] | total power (W) | hold slack, ns | area, sq um |
|---|---|---|---|---|---|
| 6_report | 35.88 | 1.242 | 0.0006136 | 0.4697 | 2150 |
| 4_1_cts | 35.88 | 1.223 | 0.0006225 | 0.4666 | 2150 |
| 3_5_place_dp | 34.09 | 1.557 | 0.0003545 | 0.4484 | 2042 |
| 5_1_grt | 35.88 | 1.109 | 0.0006361 | 0.4875 | 2150 |
| 3_3_place_gp | 34.09 | 1.565 | 0.0003546 | 0.4393 | 2042 |
| 2_1_floorplan | - | 2.163 | 0.0003508 | 0.4256 | 1881 |
[flip-flops by register name, summed over array words and instances, names as in the netlist]
signal and flops:
cnt 32, tx_data_r 8
[cell type report]
type	instances	area, sq um	share of cell area, %
Timing Repair Buffer	11	107.6	5.006
Multi-Input combinational cell	165	1006	46.80
Inverter	9	33.78	1.572
Clock inverter	2	35.03	1.630
Clock buffer	6	72.57	3.376
Sequential cell	40	800.8	37.25
Tap cell	75	93.84	4.366
[routing by layer]
layer	vias to the layer above	GRT usage (%)	wire [microns]
met1	748	18.15	1872
met3	7	2.052	72
li1	852	-	-
met5	-	0	0
met2	8	19.41	1669
met4	0	1.964	69
[power by group]
| part | switching [W] | internal [W] |
|---|---|---|
| registers | 0.00000183 | 0.000334 |
| clock network | 0.000113 | 0.000154 |
| logic | 0.00000752 | 0.00000355 |
[cells by family after synthesis]
group	after synthesis	synth area share, %
adders and majority gates	2	1.330
AOI/OAI and AO/OA	49	14.70
xor gates and xnor gates	14	6.520
DFF	40	42.58
and+or+nand+nor	100	30.74
buffers and inverters	19	4.125
[cell usage in the layout, fill, tap and decap left out]
master and count:
sky130_fd_sc_hd__or3_1 12, sky130_fd_sc_hd__nor2_1 19, sky130_fd_sc_hd__dfxtp_1 40, sky130_fd_sc_hd__o21ai_2 1
sky130_fd_sc_hd__clkinv_1 1, sky130_fd_sc_hd__nand3_1 11, sky130_fd_sc_hd__clkdlybuf4s50_1 10, sky130_fd_sc_hd__a21oi_1 24
sky130_fd_sc_hd__xnor2_1 12, sky130_fd_sc_hd__nand2_1 7, sky130_fd_sc_hd__and4_1 2, sky130_fd_sc_hd__clkbuf_8 5
sky130_fd_sc_hd__o31ai_1 11, sky130_fd_sc_hd__nor4_1 10, sky130_fd_sc_hd__and2_1 1, sky130_fd_sc_hd__or2_2 2
sky130_fd_sc_hd__inv_1 8, sky130_fd_sc_hd__and3_1 4, sky130_fd_sc_hd__o41ai_1 1, sky130_fd_sc_hd__nor3_1 3
sky130_fd_sc_hd__o21ai_1 2, sky130_fd_sc_hd__nand4_1 10, sky130_fd_sc_hd__or4b_1 3, sky130_fd_sc_hd__ha_1 2
sky130_fd_sc_hd__o21ai_0 10, sky130_fd_sc_hd__buf_4 1, sky130_fd_sc_hd__clkinv_2 1, sky130_fd_sc_hd__clkbuf_1 1
sky130_fd_sc_hd__bufinv_16 1, sky130_fd_sc_hd__nor2b_1 1, sky130_fd_sc_hd__or4_1 15, sky130_fd_sc_hd__xor2_1 2
[worst reg2reg max path, delay by kind of cell (launching register included)]
kind / cells / cell delay, ns
AND-OR/OR-AND: 1 / 0.14
flip-flops: 1 / 0.41
AND/OR/NAND/NOR: 3 / 1.85
[worst max-delay path by stage]
stage	slack, ns	depth (start not counted)	start	to
final	1.24	4	cnt[11]$_SDFF_PP0_	tx_en
after CTS	1.22	4	cnt[11]$_SDFF_PP0_	tx_en
after global routing	1.11	4	cnt[16]$_SDFF_PP0_	tx_en
No activity file was given, so power comes from the tool's default toggle rates.

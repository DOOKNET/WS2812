[design/flow/design.v]
module uart_tx
#(
    parameter BPS_CNT = 10'd434
)
(
    input clk,
    input rst_n,
    input [7:0]tx_data,
    input tx_en, 
    output reg tx_done_sig=0,
    output tx
    );
wire rst;
assign rst = ~ rst_n;
reg tx_state=0;
always @(posedge clk) begin
    if(rst)
        tx_state<=0;
    else if(tx_en)
        tx_state<=1;
    else if(tx_done_sig)
        tx_state<=0;
    else 
        tx_state<=tx_state;
end
reg [9:0]cnt_bps=0;
wire bps_clk=(cnt_bps == BPS_CNT-2);
always @(posedge clk) begin
    if(rst) begin
        cnt_bps<=0;
    end
    else if(cnt_bps == BPS_CNT-1) 
        cnt_bps<=0;
    else if(tx_state)
        cnt_bps<=cnt_bps+1;
    else
        cnt_bps<=0;
end
reg [3:0]i=0;
reg tx_r=1;
always @(posedge clk) begin
    if(rst) begin
        i<=4'd0;
        tx_r<=1'b1;
    end
    else if(tx_state)
        case(i)
            4'b0:
                if(bps_clk) begin 
                    i<=i+1;
                    tx_r<=1'b0;
                end
            4'd1, 4'd2, 4'd3, 4'd4, 4'd5, 4'd6, 4'd7, 4'd8 :
                if(bps_clk) begin  
                    i <= i + 1'b1; 
                    tx_r <= tx_data[ i - 1 ]; 
                end
            4'd9:
                if(bps_clk) begin 
                    i<=i+1;
                    tx_r<=1'b1;
                end
            4'd10:
                if(bps_clk) begin 
                    i<=i+1;
                    tx_r<=1'b1;
                end
            4'd11:
                if(bps_clk) begin 
                    i<=i+1;
                    tx_done_sig<=1'b1;
                end
            4'd12: begin 
                    i<=0;
                    tx_done_sig<=1'b0;
                end
        endcase
		else
			i<=0;
end
assign tx=tx_r;
endmodule
[design/flow/run.sh]
#!/bin/bash
# OpenROAD 26Q1-2900-gdf79404cd8, Yosys 0.63+post, stock flow scripts
make -C /OpenROAD-flow-scripts/flow DESIGN_CONFIG=/design/flow/config.mk WORK_HOME=/design/flow/orfs finish
[design/flow/config.mk]
export PLATFORM = sky130hd
export DESIGN_NAME = uart_tx
export DESIGN_NICKNAME = uart_tx
export VERILOG_FILES = /design/flow/design.v
export SDC_FILE = /design/flow/constraint.sdc
export NUM_CORES = 4
export LEC_CHECK = 1
export CORE_AREA = 10 10 87 87
export DIE_AREA = 0 0 97 97
[design/flow/constraint.sdc]
current_design uart_tx

set clk_period 1.9
set clk_io_pct 0.2

create_clock -name clk0 -period $clk_period [get_ports {clk}]

set non_clock_inputs [all_inputs -no_clocks]
set_input_delay [expr $clk_period * $clk_io_pct] -clock clk0 $non_clock_inputs
set_output_delay [expr $clk_period * $clk_io_pct] -clock clk0 [all_outputs]
==> results.json <==
{
  "cp-end-kind": "flop",
  "cp_top_family": "simple AND/OR/NAND/NOR gates",
  "hold_violations": 0,
  "slew_viol_final": 0,
  "synth.area.top_cells": "dfxtp_1 33%, ha_1 9.0%, nor2_1 6.6%, xnor2_1 6.3%, mux4_2 4.6%",
  "warnings": 30,
  "largest_area_cell": "dfxtp_1",
  "post_cts_buffers": 0,
  "placed_cell_area_mm2": 0.00121,
  "cpPeakStageDelay_ns": 0.53,
  "worstPathArrival_ns": 1.98,
  "vdd_drop_max_mv": 0.203,
  "cts_tree": "done",
  "maxCapViolCount": 0,
  "hp-class": "reg2reg",
  "top_cell_area_share_pct": 33.0,
  "min_period_ns": 1.84,
  "ys_sh_aoi_pct": 9.03,
  "rsz0062_at_grt": "false",
  "ys_cells": 109,
  "rr_startpoint": "cnt_bps[3]",
  "grt_pass1_vias": 774,
  "crit_chain": "or4_4, or4_4, o21ai_2, mux2i_1, nor2_1",
  "synth.distinct_cells": 33,
  "edf_count": 1,
  "clock_sinks": 17,
  "via_count": 775,
  "ys_sh_simple_pct": 25.3,
  "path_clk_slew_ns": 0.07,
  "fp.dieW_um": 97,
  "numCtsBuffers": 3,
  "ys_ff": 17,
  "synthXorXnorAreaFrac_pct": 9.03,
  "drtIter0Drc": 25,
  "fmax_ghz": 0.543,
  "worst_slew_pin_slew_ns": 0.322,
  "area_growth_pct": 30.3,
  "drive_above_1_share_pct": 15.6,
  "critical_path_class": "reg2reg",
  "synthMuxAreaShare_pct": 5.68,
  "synthesis.area_um2": 970,
  "fp.coreArea_mm2": 0.00564,
  "detail_route.wl_per_cell_um": 9.39,
  "die_h_um": 97,
  "nFillCells": 595,
  "antennaDiodeCount": 0,
  "p_total_uw": 672,
  "io_pins": 13,
  "dieArea_mm2": 0.00941,
  "synth_seq_share_pct": 36.1,
  "fa_ha_area_share_pct": 9.03,
  "cp-startpoint": "cnt_bps[3]",
  "holdWs_ns": 0.505,
  "avgSynthCellArea_um2": 8.90,
  "wirelength_um": 1880,
  "clock_latency_ns": 0.25,
  "setup_viol": 0,
  "async_flop_share_pct": 0,
  "leakage_uw": 0.000433,
  "hpwl_um": 1450,
  "cp_slowest_cell": "or4_4",
  "postLayoutCellArea_mm2": 0.00126,
  "grt_first_pass_wirelength_um": 3390,
  "power.density_mw_per_mm2": 532,
  "grt_usage_pct": 3.92,
  "ys_warn_count": 1,
  "path_common_cell": "or4_4",
  "drc": 0,
  "syn_inst": 109,
  "fin_crit_sh_pct": 96.9,
  "r2r_slack_ns": 0.06,
  "yosysMostFrequentCell": "nor2_1",
  "htree_num_levels": 1,
  "rows": 27,
  "ant_nets": 0,
  "hold_path.startpoint": "cnt_bps[0]",
  "startpoint_type": "flop",
  "status": "finished, final reports clean",
  "critical_path_required_ns": 2.04,
  "cts-root-to-sink-buffers": 2,
  "relSlewSlack_pct": 78.5,
  "synthTopLogicFamily": "simple AND/OR/NAND/NOR gates",
  "gp_congestion": 0.802,
  "io_buffers": 12,
  "fin_worst_skew_ns": 0.00293,
  "grt-ovfl-total": 0,
  "antenna_found_initial": 0,
  "ys_area_um2": 970,
  "vias_per_cell": 3.88,
  "drt_first_pass_iters": 4,
  "cp_max_fo": 4,
  "grt_start_max_net_pins": 11,
  "common_cells": "17 x nor2_1, 16 x dfxtp_1, 9 x inv_1, 8 x nand2_1",
  "cts_root_buf": "clkbuf_8",
  "cp_num_buf_inv": 0,
  "flop_cell": "dfxtp_1",
  "fp_util_pct": 17.2
}
-- flip-flops by register name, indices dropped and copies added (netlist names) --
name	cells
cnt_bps	10
i	4
tx_done_sig	1
tx_r	1
tx_state	1
-- routing by layer --
metal | routed length, um | up-vias | GRT usage (%)
met3 | 16 | 2 | 0.287
met5 | 0 | - | 0
met1 | 972 | 355 | 5.39
li1 | - | 410 | -
met2 | 843 | 8 | 6.39
met4 | 44 | 0 | 1.13
-- worst paths after layout --
| path | endpoint | depth (start not counted) |
|---|---|---|
| worst min register to register | cnt_bps[0] | 1 |
| worst max-delay path | i[1] | 5 |
| worst min-delay path | cnt_bps[0] | 1 |
| worst max register to register | i[1] | 5 |
-- report_power, final --
group	internal (uW)	switching, uW
sequential	361	2.58
clock	145	125
combinational	25.2	12.2
total	532	140
-- logic make-up after synthesis --
family	Yosys count
AND/OR/NAND/NOR	47
flip-flops	17
AND-OR/OR-AND	13
buffers and inverters	12
XOR/XNOR	10
adder cells (fa/ha/maj)	7
multiplexers	3
-- cell type report --
cell class / instances / area, um2 / share of cell area, %
clock buffers: 3 / 41.3 / 3.27
clock inverters: 1 / 5.00 / 0.396
repair buffers: 18 / 165 / 13.1
flip-flops and latches: 17 / 350 / 27.7
inverters: 9 / 33.8 / 2.67
multi-input cells: 80 / 578 / 45.7
well taps: 72 / 90.1 / 7.13
-- timing repair --
| action | CTS | global route |
|---|---|---|
| endpoints found under the setup margin | 0 | 1 |
| hold buffers | 0 | 0 |
| gates resized | 0 | 1 |
-- placed cells by master, fill, tap and decap left out, types with 2 or more instances in the layout --
| cell type | Yosys | final |
|---|---|---|
| o21ai_0 | 3 | 3 |
| nor2b_1 | 3 | 3 |
| nor2_1 | 17 | 17 |
| ha_1 | 7 | 7 |
| or4_4 | 2 | 2 |
| mux4_2 | 2 | 2 |
| clkbuf_8 | 1 | 3 |
| buf_4 | 0 | 6 |
| xor2_1 | 3 | 3 |
| nand2_1 | 8 | 8 |
| nand3_1 | 5 | 5 |
| nor3_1 | 3 | 3 |
| nor3_2 | 2 | 2 |
| dfxtp_1 | 16 | 16 |
| clkdlybuf4s50_1 | 0 | 12 |
| inv_1 | 9 | 9 |
| nand4_1 | 3 | 3 |
| xnor2_1 | 7 | 7 |
| a21oi_1 | 2 | 2 |
-- metrics by stage --
| stage | setup slack, ns | cells | util [%] | TNS (ns) |
|---|---|---|---|---|
| global route | 0.00330 | 200 | 22.4 | 0 |
| floorplan | 0.0451 | 109 | - | 0 |
| detailed placement | -0.0779 | 196 | 21.5 | -0.0779 |
| global placement | -0.0686 | 196 | 21.5 | -0.0686 |
| finish | 0.0592 | 200 | 22.4 | 0 |
| CTS | 0.00629 | 200 | 22.3 | 0 |
